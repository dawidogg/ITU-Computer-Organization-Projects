## ./config.mk

```make
export PLATFORM = sky130hd
export DESIGN_NAME = alu
export DESIGN_NICKNAME = alu
export VERILOG_FILES = /design/flow/design.v
export SDC_FILE = /design/flow/constraint.sdc
export NUM_CORES = 4
export LEC_CHECK = 1
export CORE_UTILIZATION = 30
```

## ./constraint.sdc

```tcl
current_design alu

set clk_period 8.3
set clk_io_pct 0.2

create_clock -name clk0 -period $clk_period [get_ports {CLK}]

set non_clock_inputs [all_inputs -no_clocks]
set_input_delay [expr $clk_period * $clk_io_pct] -clock clk0 $non_clock_inputs
set_output_delay [expr $clk_period * $clk_io_pct] -clock clk0 [all_outputs]
```

## ./design.v

```verilog
module register #(
parameter NBits = 16
) (
  input               clk,
  input[1:0]          funsel, 
  input               e, 
  input[NBits-1: 0]   i,
  output[NBits-1: 0]  q
);
reg[NBits-1:0] data;
assign q = data;
initial data = {NBits{1'b0}};
always @(posedge clk) begin
  if (e)
    case (funsel)
      2'b00: data = {NBits{1'b0}};   
      2'b01: data = i;               
      2'b10: data = data - 1'b1;     
      2'b11: data = data + 1'b1;     
    endcase
end 
endmodule
`timescale 1ns / 1ps
module alu(
  input[7:0]  A,
  input[7:0]  B,
  input[3:0]  FunSel,
  input       CLK,
  output[7:0] OutALU,
  output[3:0] ZCNO
);
reg[7:0] out;
assign OutALU = out;
reg[3:0] in;
register #(.NBits(4)) zcno (
  .funsel(2'b01),
  .i(in),
  .e(1'b1),
  .clk(CLK),
  .q(ZCNO)
);
always @(*) begin
  case(FunSel)
    4'b0000:begin  
      out = A;
    end
    4'b0001:begin  
      out = B;
    end
    4'b0010:begin  
      out = ~A;
    end
    4'b0011:begin  
      out = ~B;
    end
    4'b0100:begin  
      if(in[2] != 1'bX)
        {in[2], out} = {A[7], A} + {B[7], B} + {8'h00, in[2]};
      else
        {in[2], out} = {A[7], A} + {B[7], B};
      if((A[7] == B[7]) && (B[7] != out[7]))  
        in[0] = 1'b1;
      else 
        in[0] = 1'b0;
    end
    4'b0101:begin  
      {in[2], out} = {A[7], A} - {B[7], B};
      if((A[7] != B[7]) && (B[7] == out[7]))  
        in[0] = 1'b1; 
      else 
        in[0] = 1'b0;
    end
    4'b0110:begin  
      {in[2], out} = {A[7], A} - {B[7], B};
      if((A[7] != B[7]) && (B[7] == out[7]))  
        in[0] = 1'b1; 
      else 
        in[0] = 1'b0;
      if(out == 8'h00) 
        out = 8'h00;
      else if(out[7] == in[0]) 
        out = A;
      else
        out = 8'h00;
    end
    4'b0111:begin  
      out = A & B;
    end
    4'b1000:begin  
      out = A | B;
    end
    4'b1001:begin  
      out = ~(A & B);
    end
    4'b1010:begin  
      out = A ^ B;
    end
    4'b1011:begin  
      out = {A[6:0], 1'b0}; in[2] = A[7];
    end
    4'b1100:begin  
      out = {1'b0, A[7:1]}; in[2] = A[0];
    end
    4'b1101:begin  
      out = {A[6:0], 1'b0};
      if(A[7] != A[6])  
        in[0] = 1'b1; 
      else 
        in[0] = 1'b0;
    end
    4'b1110:begin  
      out = {A[7], A[7:1]};
    end
    4'b1111:begin  
      out = {in[2], A[7:1]}; in[2] = A[0];
    end
  endcase
  if(out == 8'b0)  
    in[3] = 1'b1;
  else
    in[3] = 1'b0;
  if(out[7] == 1'b1 && FunSel != 4'hE)  
    in[1] = 1'b1;
  else
    in[1] = 1'b0;
end
endmodule
```

## ./run.sh

```bash
#!/bin/bash
# OpenROAD 26Q1-2900-gdf79404cd8, Yosys 0.63+post, stock flow scripts
make -C /OpenROAD-flow-scripts/flow DESIGN_CONFIG=/design/flow/config.mk WORK_HOME=/design/flow/orfs finish
```

==> flow_metrics.env <==
# implementation run metrics
export IMPL_status="finished, final reports clean"
export IMPL_tns_ns=0
export IMPL_p_clk_share_pct=16.6
export IMPL_grt_overflow=0
export IMPL_p_leak_nw=1.083
export IMPL_cts_tree="yes"
export IMPL_rows=31
export IMPL_hold_ws_ns=2.390
export IMPL_synthArstFlopShare_pct=0
export IMPL_cts_buffers=3
export IMPL_wl_met1_mm=3.367
export IMPL_aoi_share_pct=35.85
export IMPL_syn_avg_cell_area_um2=7.107
export IMPL_wl_met3_um=624
export IMPL_edf_count=0
export IMPL_routed_via_density=5.846
export IMPL_grt_max_degree=51
export IMPL_antenna_cells=0
export IMPL_layout_drive_gt1_share_pct=8.333
export IMPL_place_inst=444
export IMPL_crit_slowest_cell="fa_1"
export IMPL_yosys_area_mm2=0.002352
export IMPL_adder_share_pct=15.32
export IMPL_cts_setup_buffers=0
export IMPL_syn_area_mm2=0.002352
export IMPL_crit_path_end_kind="output port"
export IMPL_areaGrowthSynthToFinish_pct=15.90
export IMPL_setup_viol=0
export IMPL_ys_flops=6
export IMPL_simple_gate_share_pct=23.67
export IMPL_die_area_mm2=0.008199
export IMPL_slew_violations=0
export IMPL_maxCapViolations=0
export IMPL_cts_resized=0
export IMPL_final_core_util_pct=36.80
export IMPL_final_hold_viol_count=0
export IMPL_vias=2613
export IMPL_track_usage_pct=18.05
export IMPL_dp_worst_setup_slack_ns=0.8227
export IMPL_firstDrtPassIters=5
export IMPL_wl_per_cell_um=16.79
export IMPL_cts_hold_fix_buffers=0
export IMPL_yosys_top_cells_area="ha_1 (13%), xnor2_1 (5.2%), nand2_1 (5.1%), o21ai_0 (4.9%), a21oi_1 (4.5%)"
export IMPL_dp_hpwl_mm=5.581
export IMPL_switching_share_pct=44.07
export IMPL_cp_cell_sequence="clkdlybuf4s50_1 > buf_4 > inv_1 > ha_1 > o21bai_1 > a21oi_1 > o31ai_1 > a21oi_1 > nor2_1 > nor2_1 > fa_1 > nor4b_4 > a41oi_4 > or2_4 > a221o_1 > clkdlybuf4s50_1"
export IMPL_die_size_y_um=90.55
export IMPL_clk_pin_slew_ns=0.03
export IMPL_grt_pass1_vias=2273
export IMPL_min_period_ns=7.474
export IMPL_coreArea_mm2=0.007408
export IMPL_slowest_delay_ns=0.55
export IMPL_place_congestion=0.9383
export IMPL_routed_wirelength_mm=7.506
export IMPL_fp_util_pct=31.75
export IMPL_arrival_ns=5.81
export IMPL_ys_warn_count=2
export IMPL_pwr_share_seq_pct=10.0
export IMPL_tightest_slew_ns=0.7934
export IMPL_hp_class="input pin to flip-flop"
export IMPL_mux_area_share_pct=2.606
export IMPL_synthDistinctLibCells=74
export IMPL_synthCells=331
export IMPL_yosys_cells=331
export IMPL_postRouteAntennaNets=0
export IMPL_switchingPower_w=0.0001059
export IMPL_worst_slack_ns=0.8260
export IMPL_synth_main_ff_cell="dfxtp_1"
export IMPL_post_route_drc_count=0
export IMPL_root_buffer="clkbuf_8"
export IMPL_cts_max_path_buffers=2
export IMPL_top_layer="met4"
export IMPL_top_area_cell="ha_1"
export IMPL_fin_crit_sh_pct=90.05
export IMPL_h_tree_depth=1
export IMPL_pwr_share_comb_pct=73.4
export IMPL_numPortBuffers=32
export IMPL_whs_path_depth=4
export IMPL_p_per_area_mw_per_mm2=88.13
export IMPL_unclocked_regs=2
export IMPL_ir_drop_uv=32.50
export IMPL_internal_power_w=0.0001344
export IMPL_slew_headroom_pct=46.70
export IMPL_ys_top_cells_by_count="nand2_1 (32), ha_1 (24), inv_1 (24), o21ai_0 (23), a21oi_1 (21)"
export IMPL_untimed_endpoints=4
export IMPL_cp_endpoint="OutALU[7]"
export IMPL_xor_share_pct=7.394
export IMPL_top_area_share_pct=12.77
export IMPL_final_cell_count_no_fill=447
export IMPL_critPathMaxFanout=11
export IMPL_max_freq_mhz=133.8
export IMPL_warnings=41
export IMPL_num_io_pins=33
export IMPL_crit_type="input pin to output port"
export IMPL_path_buffers=4
export IMPL_crit_cells=16
export IMPL_rsz0062_at_grt="no"
export IMPL_most_common_cell="nand2_1"
export IMPL_wl_met2_mm=3.356
export IMPL_critPathLaunchType="input pin"
export IMPL_die_w_um=90.55
export IMPL_topCombFamilyByArea="AND-OR/OR-AND gates"
export IMPL_crit_start="A[1]"
export IMPL_antenna_found_initial=0
export IMPL_crit_family="AND-OR/OR-AND gates"
export IMPL_drt_iter0_markers=322
export IMPL_grt_first_pass_wirelength_mm=11.90
export IMPL_cp_required_ns=6.64
## placed cells by master, fill, tap and decap left out, types with 3 or more instances in the layout
cell type	n
o211ai_1	4
inv_1	24
buf_4	5
mux2i_1	5
a221oi_1	3
nor2_1	20
nand3_1	8
nand2b_1	6
o21ai_0	23
xnor2_1	14
or3_1	3
o22ai_1	10
o31ai_1	4
nand2_1	32
o21bai_1	4
a21oi_1	21
a22oi_1	7
clkbuf_8	3
and3_1	3
clkdlybuf4s50_1	32
fa_1	3
ha_1	24
nor2b_1	5
xor2_1	4
a31oi_1	3
dfxtp_1	4
a21o_2	3
nor3_1	10
## stage by stage
stage                      power, W  cell area (um2)
after CTS                 0.0002405             2726
final                     0.0002403             2726
after global routing      0.0002586             2726
after global placement    0.0002000             2685
after floorplan           0.0001427             2352
after detailed placement  0.0001980             2685
## flip-flops by register name (all words and copies together), names as in the netlist
register,count
zcno.data,4
in,2
## power groups by stage
stage	Sequential, W	Combinational, W	Clock [W]
global route	0.0000243	0.000192	0.0000423
CTS	0.0000240	0.000175	0.0000418
finish	0.0000239	0.000176	0.0000400
## area by class of cell
cell class	count	area, um2
timing repair buffer	37	357.8
multi-input combinational	276	1996
clock buffer	3	41.29
sequential	6	110.1
fill	772	4682
tap	99	123.9
inverter	26	97.59
## worst min-delay path: cells and delay by family
family	cells	cell delay (ns)
buf+inv	2	0.65
simple gates	1	0.14
compound gates	1	0.11
## worst min-delay path by stage
stage	start	endpoint	slack, ns
4_1_cts	FunSel[3]	zcno.data[1]	2.38
6_report	FunSel[3]	zcno.data[1]	2.39
5_1_grt	FunSel[3]	zcno.data[1]	2.45
## cell families (layout without fill, tap and decap cells)
group,Yosys count,in the layout
compound gates,118,118
simple gates,106,106
fa+ha+maj,27,27
flops,4,4
mux,6,6
xor+xnor,19,19
buf+inv,49,66
latches,2,2
## layer usage
layer | global-route usage, % | up-vias
met2 | 27.59 | 140
met3 | 1.111 | 13
li1 | - | 1246
met5 | 0 | -
met1 | 27.61 | 1214
met4 | 4.435 | 0
Power and IR drop assume default switching activity.
